==> flow/design.v <==
module attacker1
(
    input clk_65M,
    input clear,
    input game_on,
    input [16:0] H_count,
    input [16:0] V_count,
    input vid_on,
    input game_stop,
    input [16:0] shooter_ymid, shooter_xmid,
    output reg atk1_on,  
    output reg game1_over
    );
    parameter HBP = 296;
    parameter HFP = 1320;
    parameter VBP = 35;
    parameter VFP = 803;
    parameter HSP = 136;
    parameter VSP = 6;
    parameter WALL_1_LEFT= 170;
    parameter WALL_1_RIGHT = 180;
    parameter WALL_2_LEFT= 1000;
    parameter WALL_2_RIGHT = 1010;
    parameter WALL_4_LEFT= 180;
    parameter WALL_4_RIGHT = 1010;
    parameter WALL_2_TOP= 20;
    parameter WALL_2_BOTTOM= 750;
    parameter WALL_1_TOP= 20;
    parameter WALL_1_BOTTOM= 750;
    parameter WALL_4_TOP= 740;
    parameter WALL_4_BOTTOM= 750;
    parameter ATTK_X_START = 627; 
    parameter ATTK_Y_START = 49; 
    parameter ATTK_XVEL_DEF = 2; 
    parameter ATTK_YVEL_DEF = 4; 
    parameter ATTK_SIZE = 3;
    parameter SHOOTER_SIZE = 10; 
    wire [16:0]atk_ystart, atk_xstart;
    wire [16:0]atk_ystop, atk_xstop;
    reg [16:0] atk_ystart_next, atk_ystart_reg;
    reg [16:0] atk_xstart_next, atk_xstart_reg;
    always@(*)
    begin
    if(((H_count>=atk_xstart + HBP) && (H_count<=HBP+ atk_xstop)) &&((V_count>=atk_ystart + VBP) && (V_count<=VBP+ atk_ystop)) && game1_over == 1'b0)
        atk1_on=1;
    else
        atk1_on=0;
    end
    assign atk_xstart = atk_xstart_reg;
    assign atk_xstop = atk_xstart_reg + ATTK_SIZE;
    assign atk_ystart = atk_ystart_reg;
    assign atk_ystop = atk_ystart_reg + ATTK_SIZE;
    always@(posedge clk_65M)
    begin
    if(game_stop == 1'b1|| clear == 1'b1)
        begin
            atk_xstart_reg<=ATTK_X_START;
            atk_ystart_reg<=ATTK_Y_START;
        end
    else
        begin
            atk_xstart_reg<=atk_xstart_next;
            atk_ystart_reg<=atk_ystart_next;
        end
    end
    wire [16:0] shooter_xstart, shooter_xstop, shooter_ystart, shooter_ystop;   
    assign shooter_xstart = shooter_xmid - (SHOOTER_SIZE);
    assign shooter_xstop = shooter_xmid + (SHOOTER_SIZE);
    assign shooter_ystart = shooter_ymid - (SHOOTER_SIZE);
    assign shooter_ystop = shooter_ymid + (SHOOTER_SIZE);
    wire refr_tick;
    reg atk1_hit;
    assign refr_tick=((V_count==0) && (H_count==0));      
    always@(*)
    begin
        atk_xstart_next= atk_xstart_reg;
        if(game_stop==1'b1 || clear == 1'b1)
            atk_xstart_next=ATTK_X_START;   
        else if(refr_tick==1'b1 && (atk_ystop < WALL_4_TOP )) 
           atk_xstart_next= atk_xstart_reg - ATTK_XVEL_DEF;
        else if(refr_tick==1'b1 && (atk_ystop >= WALL_4_TOP)) 
            atk_xstart_next = ATTK_X_START;    
    end
    always@(*)
    begin
        atk_ystart_next= atk_ystart_reg;
        if(game_stop==1'b1 || clear == 1'b1)
        begin
            atk_ystart_next <= ATTK_Y_START;
            game1_over <= 1'b0;
        end
        else if((refr_tick ==1'b1) && game1_over == 1'b0 && (atk_xstart >= shooter_xstart) && (atk_xstop<=shooter_xstop) && (atk_ystop<=shooter_ystop)&& (atk_ystart>=shooter_ystart))
        game1_over =1'b1;
        else if(refr_tick ==1'b1 && (atk_ystop < WALL_4_TOP )&& game1_over == 1'b0) 
        begin
            atk_ystart_next <= atk_ystart_reg + ATTK_YVEL_DEF;   
            game1_over <= 1'b0;
        end
        else if(refr_tick==1'b1 && (atk_ystop >= WALL_4_TOP )&& game1_over == 1'b0) 
        begin
            atk_ystart_next <= ATTK_Y_START;    
            game1_over <= 1'b0;
        end
        else if(game1_over == 1'b1)
            game1_over = 1'b1;
    end
    endmodule
==> flow/run.sh <==
#!/bin/bash
# OpenROAD 26Q1-2900-gdf79404cd8, Yosys 0.63+post, stock flow scripts
make -C /OpenROAD-flow-scripts/flow DESIGN_CONFIG=/design/flow/config.mk WORK_HOME=/design/flow/orfs finish
==> flow/config.mk <==
export PLATFORM = sky130hd
export DESIGN_NAME = attacker1
export DESIGN_NICKNAME = attacker1
export VERILOG_FILES = /design/flow/design.v
export SDC_FILE = /design/flow/constraint.sdc
export NUM_CORES = 4
export LEC_CHECK = 1
export CORE_UTILIZATION = 40
==> flow/constraint.sdc <==
current_design attacker1

set clk_period 6.0
set clk_io_pct 0.2

create_clock -name clk0 -period $clk_period [get_ports {clk_65M}]

set non_clock_inputs [all_inputs -no_clocks]
set_input_delay [expr $clk_period * $clk_io_pct] -clock clk0 $non_clock_inputs
set_output_delay [expr $clk_period * $clk_io_pct] -clock clk0 [all_outputs]
==> flow_summary.yaml <==
# flow metrics
outcome:
  run_status: "finished clean"
global_routing:
  wire_length_of_the_first_global_routing_pass_um: 33100
  grt_start_max_net_pins: 24
  grt_antenna_before_repair: 0
  grt_remaining_overflow: 0
  first_global_vias: 6330
  grt_use_total_pct: 22.9
final_timing:
  clock.fmax_mhz: 174
  hold_viol_final: 0
  drv_slew: 0
  untimed_endpoints: 2
  register_pins_left_without_a_clock: 1
  max-slew-margin-rel_pct: 53.0
  rsz_0062_raised_after_global_routing: "false"
  timing.final.setup_violations: 0
  finalCritPeriodShare_pct: 95.7
  worstMarginPinSlew_ps: 704
  final.setup.worst_slack_ps: 256
  layout_min_cycle_time_ps: 5740
  fin_tns_setup_ps: 0
  fin_worst_skew_ps: 5.57
logic_synthesis:
  ys_cells: 960
  synth.top_cell.area_share_pct: 25.9
  synth.yosys.chip_area_um2: 7300
  synthCells: 960
  post_synth.cell_area_avg_um2: 7.60
  synthArstFlopShare_pct: 0
  synth-edff-count: 0
  largest_area_cell: "ha_1"
  synth_top_flop_cell: "dfxtp_1"
  synthDistinctLibCells: 62
  synth.area.top_cells: "ha_1 26%, xnor2_1 10%, dfxtp_1 9.1%"
  yosys_warnings: 5
  synth_flops: 34
  syn_area_um2: 7300
critical_path:
  worstSetupEndpoint: "atk1_on"
  worstPathRequired_ps: 4800
  regToRegSetupSlack_ps: 1660
  crit_start: "atk_xstart_reg[4]$_SDFFE_PP1P_"
  path_delay_family: "simple AND/OR/NAND/NOR gates"
  worst_ep_arrival_time_ps: 4540
  r2r-start: "atk_xstart_reg[10]$_SDFFE_PP0P_"
  worstSetupPathDepth: 16
  worstSetupStartpointType: "flip-flop"
  path_common_cell: "o2111a_1"
  path_class: "flip-flop to output port"
  path_buffers: 2
  r2r-end: "atk_ystart_reg[6]$_SDFFE_PP0P_"
  cpMaxStageDelayCell: "or4_1"
  path_cells: "ha_2 > inv_1 > or4_1 > nor3_1 > xor2_1 > o2111a_1 > nor2b_1 > xnor2_1 > ha_1 > nand3_1 > nor2_1 > nand4_1 > o32ai_1 > a21o_1 > o2111a_1 > clkdlybuf4s50_1"
  worst_r2r_path_depth: 17
  timing.critical_path.to_type: "output port"
  crit_path_max_incr_delay_ps: 650
  worst-path-max-fanout: 6
worst_hold_path:
  worstHoldStart: "atk_xstart_reg[1]$_SDFFE_PP1P_"
  min_path_type: "flip-flop to flip-flop"
power_and_ir_drop:
  total_leakage_power_nw: 3.53
  p_clk_share_pct: 35.3
  p_per_area_nw_per_um2: 80.9
  internal-power_w: 0.000482
  switching_share_pct: 29.8
  net-switching-power_w: 0.000204
  vdd.ir_drop.worst_uv: 126
  seq_power_share_pct: 32.0
  share_of_total_power_in_combinational_logic_pct: 32.7
floorplanning:
  boundaryPins: 75
  std_cell_rows: 49
  die_width_um: 137
  die_height_um: 137
  chipArea_um2: 18800
  initCoreUtil_pct: 40.8
  core_um2: 17900
cts:
  cts-root-buf: "clkbuf_16"
  cts.reportedPaths.clkPinSlew_ps: 50
  cts.htree.levels: 2
  clock_tree.buffer_depth: 2
  clock_insertion_delay_worst_skew_ps: 270
  cts_tree: "built"
  cts-buffers-inserted: 5
detailed_routing:
  detail_route.iter0.violations: 456
  firstDrtPassIters: 5
  route.vias.total: 6913
  detail_route.wirelength_um: 20600
  drc: 0
  route.detailed.vias_per_inst: 5.54
  num_antenna_cells: 0
  drt-wirelength-per-cell_um: 16.5
  detail-route-antenna-nets: 0
place:
  pre_cts_setup_slack_ps: 399
  gp_routability_congestion: 0.971
  place_hpwl_um: 17300
  port-buffer-count: 72
flow_run:
  max_cap_violations: 0
  log.warning_count: 40
final_layout:
  syn2layout_area_growth_pct: 16.4
  drive_above_1_share_pct: 6.38
  layout.area.comb_um2: 6320
  final.fill_count: 1767
  flip_flop_count_of_the_largest_register_after_layout: 17
  sequential_cell_area_um2: 686
## worst min-delay path by stage
| stage | to | slack (ps) | cells past startpoint |
|---|---|---|---|
| 4_1_cts | atk_ystart_reg[12]$_SDFFE_PP0P_ | 590 | 2 |
| 5_1_grt | atk_xstart_reg[1]$_SDFFE_PP1P_ | 580 | 2 |
| 6_report | atk_xstart_reg[1]$_SDFFE_PP1P_ | 550 | 2 |
## cells by family (layout without fill, tap and decap cells)
group | count (synthesis) | count (layout) | share of synthesized area [%]
compound gates | 183 | 183 | 16.4
xor+xnor | 143 | 143 | 17.2
fa+ha+maj | 151 | 151 | 25.9
buf+inv | 89 | 148 | 4.96
flops | 33 | 33 | 9.05
latches | 1 | 1 | 0.206
mux | 4 | 4 | 0.549
simple gates | 356 | 356 | 25.8
## layer usage
metal  GRT usage [%]  up-vias  share of wire (%)  wire, µm
met3            3.33       10                5.4      1110
met5               0        -                  0         0
li1                -     3616                  -         -
met1            37.7     3140                 54     11200
met2            32.3      147                 40      8160
met4            1.71        0               0.59       121
## cells in the final DEF (no fill, tap or decap), drive strengths merged, types with 3 or more instances in the layout
cell	netlist	routed
ha	151	151
xnor2	84	84
clkdlybuf4s50	0	72
nor2	70	70
nand2	67	67
xor2	59	59
a21oi	49	49
inv	45	45
nand3	43	43
o21ai	40	40
nor3	38	38
dfxtp	33	33
nand4	29	29
buf	15	23
nor4	23	23
a21o	20	20
nor2b	19	19
and3	15	15
a211oi	13	13
or4	11	11
a31oi	9	9
nand2b	8	8
and2	8	8
and4	7	7
or3	6	6
o31ai	6	6
o211ai	6	6
clkbuf	29	6
o21a	5	5
or2	4	4
a31o	4	4
a2111oi	4	4
mux2i	4	4
o21bai	4	4
nand3b	3	3
a41oi	3	3
a21boi	3	3
## area by class of cell
type | instances | share of cell area (%)
multi-input cells | 837 | 74.4
repair buffers | 95 | 10.5
flip-flops and latches | 34 | 8.07
well taps | 229 | 3.37
inverters | 45 | 1.99
clock buffers | 6 | 1.52
clock inverters | 2 | 0.118
## cells in the mapped netlist (6+ instances only)
cell / instances
clkbuf_1: 28
inv_1: 45
nor2b_1: 19
nand2b_1: 8
and2_1: 8
and4_1: 7
nor2_1: 70
nand2_1: 65
a211oi_1: 12
and3_1: 15
nand4_1: 26
or4_1: 10
buf_2: 12
a21o_1: 20
a21oi_1: 49
nand3_1: 43
a31oi_1: 9
or3_1: 6
ha_1: 151
o31ai_1: 6
nor3_1: 38
o211ai_1: 6
xnor2_1: 84
dfxtp_1: 33
o21ai_0: 36
xor2_1: 59
nor4_1: 22
## worst min-delay path, delay by kind of cell (launching register included)
kind / cells / cell delay (ps)
AND-OR/OR-AND: 1 / 60
flip-flops: 1 / 350
AND/OR/NAND/NOR: 1 / 100
## per-stage QoR
stage	cells	util (%)	area, µm²	power (W)	hold WS [ps]
6_report	1248	47.4	8490	0.000687	550
5_1_grt	1248	47.4	8490	0.000729	583
4_1_cts	1245	47.0	8410	0.000693	586
3_5_place_dp	1237	46.2	8270	0.000449	578
3_3_place_gp	1237	46.2	8270	0.000447	567
2_1_floorplan	960	-	7300	0.000350	530
## power groups by stage
| stage | combinational, W | clock [W] | sequential [W] |
|---|---|---|---|
| final | 0.000225 | 0.000242 | 0.000220 |
| after CTS | 0.000226 | 0.000247 | 0.000220 |
| after global routing | 0.000254 | 0.000255 | 0.000220 |
## what timing repair did
| item | in CTS | in global routing |
|---|---|---|
| setup endpoints to repair | 0 | 1 |
| buffers inserted | 0 | 3 |
| hold buffers | 0 | 0 |
| resized | 0 | 19 |
No activity file was given, so power comes from the tool's default toggle rates.
