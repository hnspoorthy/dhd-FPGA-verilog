==> flow/design.v <==
module attacker6
(
    input clk_65M,
    input clear,
    input game_on,
    input [16:0] H_count,
    input [16:0] V_count,
    input vid_on,
    input game_stop,
    input [16:0] shooter_ymid, shooter_xmid,
    output reg atk6_on,  
    output reg game6_over
    );
    parameter HBP = 296;
    parameter HFP = 1320;
    parameter VBP = 35;
    parameter VFP = 803;
    parameter HSP = 136;
    parameter VSP = 6;
    parameter WALL_1_LEFT= 170;
    parameter WALL_1_RIGHT = 180;
    parameter WALL_2_LEFT= 1000;
    parameter WALL_2_RIGHT = 1010;
    parameter WALL_4_LEFT= 180;
    parameter WALL_4_RIGHT = 1010;
    parameter WALL_2_TOP= 20;
    parameter WALL_2_BOTTOM= 750;
    parameter WALL_1_TOP= 20;
    parameter WALL_1_BOTTOM= 750;
    parameter WALL_4_TOP= 740;
    parameter WALL_4_BOTTOM= 750;
    parameter ATTK_X_START = 627; 
    parameter ATTK_Y_START = 49; 
    parameter ATTK_XVEL_DEF = 3; 
    parameter ATTK_YVEL_DEF = 2;
    parameter ATTK_SIZE=3;
    parameter SHOOTER_SIZE=10; 
    wire [16:0]atk_ystart, atk_xstart;
    wire [16:0]atk_ystop, atk_xstop;
    reg [16:0] atk_ystart_next, atk_ystart_reg;
    reg [16:0] atk_xstart_next, atk_xstart_reg;
    always@(*)
    begin
    if(((H_count>=atk_xstart + HBP) && (H_count<=HBP+ atk_xstop)) &&((V_count>=atk_ystart + VBP) && (V_count<=VBP+ atk_ystop)) && game6_over == 1'b0)
        atk6_on=1;
    else
        atk6_on=0;
    end
    assign atk_xstart = atk_xstart_reg;
    assign atk_xstop = atk_xstart_reg + ATTK_SIZE;
    assign atk_ystart = atk_ystart_reg;
    assign atk_ystop = atk_ystart_reg + ATTK_SIZE;
    always@(posedge clk_65M)
    begin
    if(game_stop == 1'b1)
        begin
            atk_xstart_reg<=ATTK_X_START;
            atk_ystart_reg<=ATTK_Y_START;
        end
    else
        begin
            atk_xstart_reg<=atk_xstart_next;
            atk_ystart_reg<=atk_ystart_next;
        end
    end
    wire [16:0] shooter_xstart, shooter_xstop, shooter_ystart, shooter_ystop;   
    assign shooter_xstart = shooter_xmid - (SHOOTER_SIZE);
    assign shooter_xstop = shooter_xmid + (SHOOTER_SIZE);
    assign shooter_ystart = shooter_ymid - (SHOOTER_SIZE);
    assign shooter_ystop = shooter_ymid + (SHOOTER_SIZE);
    wire refr_tick;
    reg atk1_hit;
    assign refr_tick=((V_count==0) && (H_count==0));      
    always@(*)
    begin
        atk_xstart_next= atk_xstart_reg;
        if(game_stop==1'b1)
            atk_xstart_next=ATTK_X_START;   
        else if(refr_tick==1'b1 && (atk_xstart > WALL_1_RIGHT )) 
           atk_xstart_next= atk_xstart_reg - ATTK_XVEL_DEF;
        else if(refr_tick==1'b1 && (atk_xstart <= WALL_1_RIGHT)) 
            atk_xstart_next = ATTK_X_START;    
    end
    always@(*)
    begin
        atk_ystart_next= atk_ystart_reg;
        if(game_stop==1'b1)
        begin
            atk_ystart_next = ATTK_Y_START;
            game6_over = 1'b0;
        end
        else if((refr_tick ==1'b1) && game6_over == 1'b0 && (atk_xstart >= shooter_xstart) && (atk_xstop<=shooter_xstop) && (atk_ystop<=shooter_ystop)&& (atk_ystart>=shooter_ystart))
        game6_over =1'b1;
        else if(refr_tick ==1'b1 && (atk_xstart > WALL_1_RIGHT) && game6_over == 1'b0) 
        begin
            atk_ystart_next = atk_ystart_reg + ATTK_YVEL_DEF;   
            game6_over = 1'b0;
        end
        else if(refr_tick==1'b1 && (atk_xstart <= WALL_1_RIGHT) && game6_over == 1'b0) 
        begin
            atk_ystart_next = ATTK_Y_START;    
            game6_over = 1'b0;
        end
        else if(game6_over == 1'b1)
            game6_over = 1'b1;
    end
    endmodule
==> flow/run.sh <==
#!/bin/bash
# OpenROAD 26Q1-2900-gdf79404cd8, Yosys 0.63+post, stock flow scripts
make -C /OpenROAD-flow-scripts/flow DESIGN_CONFIG=/design/flow/config.mk WORK_HOME=/design/flow/orfs finish
==> flow/config.mk <==
export PLATFORM = sky130hd
export DESIGN_NAME = attacker6
export DESIGN_NICKNAME = attacker6
export VERILOG_FILES = /design/flow/design.v
export SDC_FILE = /design/flow/constraint.sdc
export NUM_CORES = 4
export LEC_CHECK = 1
export CORE_UTILIZATION = 30
==> flow/constraint.sdc <==
current_design attacker6

set clk_period 8.8
set clk_io_pct 0.2

create_clock -name clk0 -period $clk_period [get_ports {clk_65M}]

set non_clock_inputs [all_inputs -no_clocks]
set_input_delay [expr $clk_period * $clk_io_pct] -clock clk0 $non_clock_inputs
set_output_delay [expr $clk_period * $clk_io_pct] -clock clk0 [all_outputs]
==> impl_metrics.sql <==
-- implementation run metrics
INSERT INTO impl_metrics (metric_group, metric, value, unit) VALUES
('flow_run', 'log.warning_count', '41', ''),
('power', 'power.internal', '361', 'uW'),
('critical_path', 'worstReg2RegEnd', 'atk_ystart_reg[5]$_SDFFE_PP1P_', ''),
('detailed_routing', 'insertedDiodeCount', '0', ''),
('grt', 'number_of_antenna_violations_at_the_first_check_in_global_routing', '0', ''),
('critical_path', 'criticalPathCategory', 'reg2out', ''),
('power', 'switchingPower', '140', 'uW'),
('yosys', 'synthesis.instances', '982', ''),
('final_layout', 'drive_above_1_share', '2.36', '%'),
('clock_network', 'postCtsSetupRepairBufs', '0', ''),
('critical_path', 'setup.reg_to_reg.worst_slack', '3.75', 'ns'),
('final_layout', 'mostFrequentLayoutCell', 'sky130_fd_sc_hd__ha_1', ''),
('final_layout', 'layout.cell_area.non_filler', '8450', 'sq um'),
('hold_path', 'min_from', 'atk_ystart_reg[1]$_SDFFE_PP0P_', ''),
('hold_path', 'worst_hold_path.num_cells', '1', ''),
('power', 'power-per-cell-area', '59.3', 'nW/um^2'),
('critical_path', 'worstRegToRegCells', '15', ''),
('critical_path', 'critical_path.reg2reg.startpoint', 'atk_xstart_reg[0]$_SDFFE_PP1P_', ''),
('floorplanning', 'die_width', '158', 'um'),
('timing', 'report.final.hold_viol_count', '0', ''),
('timing', 'rsz0062_at_grt', 'no', ''),
('yosys', 'post_synth_instance_area', '7350', 'sq um'),
('clock_network', 'cts_root_buffer', 'sky130_fd_sc_hd__clkbuf_16', ''),
('yosys', 'cell_count_listed_in_synth_stat_txt', '982', ''),
('power', 'p_clk_share', '39.1', '%'),
('clock_network', 'ctsHoldBuffers', '0', ''),
('grt', 'grt_first_pass_wirelength', '32200', 'um'),
('timing', 'report.final.setup_viol', '0', ''),
('critical_path', 'setup.worst_path.start_class', 'register', ''),
('hold_path', 'hold_path_class', 'reg2reg', ''),
('power', 'combPwrFrac', '30.1', '%'),
('detailed_routing', 'wl_per_cell', '15.1', 'um'),
('yosys', 'avg_synthesized_cell_area', '7.48', 'sq um'),
('detailed_routing', 'detail_route_antenna_nets', '0', ''),
('timing', 'final_max_slew_viol_count', '0', ''),
('timing', 'tightestPinTransition', '0.802', 'ns'),
('status', 'outcome', 'completed', ''),
('clock_network', 'cts_made_buffers', '5', ''),
('floorplanning', 'die.size.y', '158', 'um'),
('final_layout', 'final_cell_mix', 'sky130_fd_sc_hd__ha_1 (152), sky130_fd_sc_hd__nand2_1 (84), sky130_fd_sc_hd__xor2_1 (79)', ''),
('detailed_routing', 'drc', '0', ''),
('timing', 'clock.fmax', '144', 'MHz'),
('hold_path', 'worst_hold_end', 'atk_ystart_reg[1]$_SDFFE_PP0P_', ''),
('placed_design', 'gpl.final_weighted_congestion', '0.880', ''),
('final_layout', 'area_of_combinational_cells_with_multiple_inputs', '6300', 'sq um'),
('grt', 'globalRoute.totalOverflow', '0', ''),
('placed_design', 'io_buffers', '71', ''),
('floorplanning', 'die_area', '25100', 'sq um'),
('timing', 'finClkSkew', '0.00195', 'ns'),
('timing', 'count_of_unclocked_register_or_latch_pins', '1', ''),
('placed_design', 'placedInstanceArea', '8280', 'sq um'),
('final_layout', 'area.sequential', '696', 'sq um'),
('timing', 'tns', '0', 'ns'),
('clock_network', 'cts_repair_resize_count', '0', ''),
('detailed_routing', 'drt-vias-per-instance', '5.19', ''),
('yosys', 'synthDistinctLibCells', '61', ''),
('yosys', 'ff_type', 'sky130_fd_sc_hd__dfxtp_1', ''),
('grt', 'grt_pass1_vias', '6321', ''),
('power', 'seq_power_share', '30.8', '%'),
('floorplanning', 'placementRows', '56', ''),
('placed_design', 'dpl.hpwl', '16700', 'um'),
('power', 'power_leakage', '3.38', 'nW'),
('final_layout', 'nFillCells', '2449', ''),
('yosys', 'yosys_synthesis_chip_area', '7350', 'sq um'),
('detailed_routing', 'vias', '6933', ''),
('yosys', 'synth_flop_count', '35', ''),
('timing', 'untimed_endpoints', '2', ''),
('critical_path', 'critPathRequiredTime', '7.04', 'ns'),
('yosys', 'number_of_enable_flip_flop_cells', '0', ''),
('critical_path', 'cp-end-kind', 'output port', '');
-- worst max path at each step --
stage                             startpoint       to  slack, ns  cells past startpoint
CTS           atk_ystart_reg[1]$_SDFFE_PP0P_  atk6_on       1.76                     19
global route  atk_ystart_reg[1]$_SDFFE_PP0P_  atk6_on       1.34                     19
finish        atk_ystart_reg[1]$_SDFFE_PP0P_  atk6_on       1.85                     19
-- layer usage --
metal,wire [um],vias up,global-route usage [%]
li1,-,3619,-
met1,9780,3147,23.7
met2,9280,144,27.2
met3,715,23,1.11
met4,377,0,3.07
met5,0,-,0
-- stage by stage --
step	setup WS [ns]	util [%]	instances	hold WS, ns	total power [mW]
after floorplan	3.50	-	982	0.527	0.244
after global placement	2.13	34.9	1327	0.572	0.307
after detailed placement	2.07	34.9	1327	0.591	0.309
after CTS	1.76	35.6	1335	0.606	0.506
after global routing	1.34	35.6	1335	0.653	0.531
final	1.85	35.6	1335	0.600	0.501
-- critical path, stage by stage (launching register included) --
cell	delay, ns
sky130_fd_sc_hd__dfxtp_1	0.48
sky130_fd_sc_hd__inv_1	0.15
sky130_fd_sc_hd__ha_1	0.22
sky130_fd_sc_hd__a21oi_1	0.38
sky130_fd_sc_hd__xnor2_1	0.22
sky130_fd_sc_hd__inv_1	0.14
sky130_fd_sc_hd__nor3_1	0.32
sky130_fd_sc_hd__nor2_1	0.12
sky130_fd_sc_hd__nor4b_2	0.46
sky130_fd_sc_hd__nand2_1	0.15
sky130_fd_sc_hd__o21ai_0	0.17
sky130_fd_sc_hd__nand2_1	0.09
sky130_fd_sc_hd__ha_1	0.29
sky130_fd_sc_hd__a21o_1	0.18
sky130_fd_sc_hd__a21oi_1	0.18
sky130_fd_sc_hd__o2111ai_1	0.13
sky130_fd_sc_hd__o211ai_1	0.23
sky130_fd_sc_hd__a31oi_1	0.10
sky130_fd_sc_hd__a2111oi_2	0.36
sky130_fd_sc_hd__clkdlybuf4s50_1	0.53
-- synth_stat cells, types with 3 or more instances --
cell / instances / area, sq um
sky130_fd_sc_hd__clkbuf_1: 33 / 124
sky130_fd_sc_hd__nand2b_1: 7 / 43.8
sky130_fd_sc_hd__a21oi_1: 62 / 310
sky130_fd_sc_hd__o21ai_0: 53 / 265
sky130_fd_sc_hd__o21a_1: 5 / 37.5
sky130_fd_sc_hd__nand3_1: 40 / 200
sky130_fd_sc_hd__dfxtp_1: 34 / 681
sky130_fd_sc_hd__or3_1: 5 / 31.3
sky130_fd_sc_hd__nor3b_1: 3 / 22.5
sky130_fd_sc_hd__and4_1: 7 / 61.3
sky130_fd_sc_hd__a21o_1: 18 / 135
sky130_fd_sc_hd__o41ai_1: 5 / 43.8
sky130_fd_sc_hd__nor4_1: 21 / 131
sky130_fd_sc_hd__o21bai_1: 3 / 22.5
sky130_fd_sc_hd__or2_2: 3 / 18.8
sky130_fd_sc_hd__nor2b_1: 25 / 156
sky130_fd_sc_hd__buf_2: 11 / 55.1
sky130_fd_sc_hd__and3_1: 17 / 106
sky130_fd_sc_hd__ha_1: 152 / 1900
sky130_fd_sc_hd__nor3_1: 23 / 115
sky130_fd_sc_hd__xor2_1: 79 / 692
sky130_fd_sc_hd__nand3b_1: 7 / 52.6
sky130_fd_sc_hd__o211ai_1: 3 / 22.5
sky130_fd_sc_hd__nand2_1: 84 / 315
sky130_fd_sc_hd__a31oi_1: 10 / 62.6
sky130_fd_sc_hd__xnor2_1: 65 / 569
sky130_fd_sc_hd__inv_1: 39 / 146
sky130_fd_sc_hd__o31ai_1: 6 / 45.0
sky130_fd_sc_hd__o2111ai_1: 4 / 35.0
sky130_fd_sc_hd__nor2_1: 78 / 293
sky130_fd_sc_hd__a211oi_1: 6 / 45.0
sky130_fd_sc_hd__nand4_1: 28 / 175
sky130_fd_sc_hd__or4_1: 9 / 67.6
-- power by group through the flow --
stage	logic, mW	registers (mW)	clock network, mW
after CTS	0.152	0.154	0.199
after global routing	0.171	0.154	0.205
final	0.151	0.154	0.196
-- cells by family (layout without fill, tap and decap cells) --
logic type / after synthesis / after routing / synth area share, %
adders and majority gates: 152 / 152 / 25.9
AOI/OAI and AO/OA: 194 / 194 / 16.6
and+or+nand+nor: 368 / 368 / 25.8
latches: 1 / 1 / 0.204
muxes: 1 / 1 / 0.136
DFF: 34 / 34 / 9.27
buffers and inverters: 88 / 122 / 4.94
xor gates and xnor gates: 144 / 144 / 17.2
-- layout make-up --
cell class	count	area share [%]
Tap cell	319	4.73
Multi-Input combinational cell	859	74.6
Clock inverter	3	0.474
Inverter	39	1.73
Timing Repair Buffer	75	8.77
Sequential cell	35	8.24
Clock buffer	5	1.48
No activity file was given, so power comes from the tool's default toggle rates.
