===== /design/flow/config.mk =====
export PLATFORM = sky130hd
export DESIGN_NAME = attacker5
export DESIGN_NICKNAME = attacker5
export VERILOG_FILES = /design/flow/design.v
export SDC_FILE = /design/flow/constraint.sdc
export NUM_CORES = 4
export LEC_CHECK = 1
export CORE_UTILIZATION = 40

===== /design/flow/constraint.sdc =====
current_design attacker5

set clk_period 5.8
set clk_io_pct 0.2

create_clock -name clk0 -period $clk_period [get_ports {clk_65M}]

set non_clock_inputs [all_inputs -no_clocks]
set_input_delay [expr $clk_period * $clk_io_pct] -clock clk0 $non_clock_inputs
set_output_delay [expr $clk_period * $clk_io_pct] -clock clk0 [all_outputs]

===== /design/flow/design.v =====
module attacker5
(
    input clk_65M,
    input clear,
    input game_on,
    input [16:0] H_count,
    input [16:0] V_count,
    input vid_on,
    input game_stop,
    input [16:0] shooter_ymid, shooter_xmid,
    output reg atk5_on,  
    output reg game5_over
    );
    parameter HBP = 296;
    parameter HFP = 1320;
    parameter VBP = 35;
    parameter VFP = 803;
    parameter HSP = 136;
    parameter VSP = 6;
    parameter WALL_1_LEFT= 170;
    parameter WALL_1_RIGHT = 180;
    parameter WALL_2_LEFT= 1000;
    parameter WALL_2_RIGHT = 1010;
    parameter WALL_4_LEFT= 180;
    parameter WALL_4_RIGHT = 1010;
    parameter WALL_2_TOP= 20;
    parameter WALL_2_BOTTOM= 750;
    parameter WALL_1_TOP= 20;
    parameter WALL_1_BOTTOM= 750;
    parameter WALL_4_TOP= 740;
    parameter WALL_4_BOTTOM= 750;
    parameter ATTK_X_START = 627; 
    parameter ATTK_Y_START = 49; 
    parameter ATTK_XVEL_DEF = 4; 
    parameter ATTK_YVEL_DEF = 3;
    parameter ATTK_SIZE=3;
    parameter SHOOTER_SIZE=10; 
    wire [16:0]atk_ystart, atk_xstart;
    wire [16:0]atk_ystop, atk_xstop;
    reg [16:0] atk_ystart_next, atk_ystart_reg;
    reg [16:0] atk_xstart_next, atk_xstart_reg;
    always@(*)
    begin
    if(((H_count>=atk_xstart + HBP) && (H_count<=HBP+ atk_xstop)) &&((V_count>=atk_ystart + VBP) && (V_count<=VBP+ atk_ystop)) && game5_over == 1'b0)
        atk5_on=1;
    else
        atk5_on=0;
    end
    assign atk_xstart = atk_xstart_reg;
    assign atk_xstop = atk_xstart_reg + ATTK_SIZE;
    assign atk_ystart = atk_ystart_reg;
    assign atk_ystop = atk_ystart_reg + ATTK_SIZE;
    always@(posedge clk_65M)
    begin
    if(game_stop == 1'b1)
        begin
            atk_xstart_reg<=ATTK_X_START;
            atk_ystart_reg<=ATTK_Y_START;
        end
    else
        begin
            atk_xstart_reg<=atk_xstart_next;
            atk_ystart_reg<=atk_ystart_next;
        end
    end
    wire [16:0] shooter_xstart, shooter_xstop, shooter_ystart, shooter_ystop;   
    assign shooter_xstart = shooter_xmid - (SHOOTER_SIZE);
    assign shooter_xstop = shooter_xmid + (SHOOTER_SIZE);
    assign shooter_ystart = shooter_ymid - (SHOOTER_SIZE);
    assign shooter_ystop = shooter_ymid + (SHOOTER_SIZE);
    wire refr_tick;
    reg atk1_hit;
    assign refr_tick=((V_count==0) && (H_count==0));      
    always@(*)
    begin
        atk_xstart_next= atk_xstart_reg;
        if(game_stop==1'b1)
            atk_xstart_next=ATTK_X_START;   
        else if(refr_tick==1'b1 && (atk_xstart > WALL_1_RIGHT )) 
           atk_xstart_next= atk_xstart_reg - ATTK_XVEL_DEF;
        else if(refr_tick==1'b1 && (atk_xstart <= WALL_1_RIGHT)) 
            atk_xstart_next = ATTK_X_START;    
    end
    always@(*)
    begin
        atk_ystart_next= atk_ystart_reg;
        if(game_stop==1'b1)
        begin
            atk_ystart_next = ATTK_Y_START;
            game5_over = 1'b0;
        end
        else if((refr_tick ==1'b1) && game5_over == 1'b0 && (atk_xstart >= shooter_xstart) && (atk_xstop<=shooter_xstop) && (atk_ystop<=shooter_ystop)&& (atk_ystart>=shooter_ystart))
        game5_over =1'b1;
        else if(refr_tick ==1'b1 && (atk_xstart > WALL_1_RIGHT) && game5_over == 1'b0) 
        begin
            atk_ystart_next = atk_ystart_reg + ATTK_YVEL_DEF;   
            game5_over = 1'b0;
        end
        else if(refr_tick==1'b1 && (atk_xstart <= WALL_1_RIGHT) && game5_over == 1'b0) 
        begin
            atk_ystart_next = ATTK_Y_START;    
            game5_over = 1'b0;
        end
        else if(game5_over == 1'b1)
            game5_over = 1'b1;
    end
    endmodule

===== /design/flow/run.sh =====
#!/bin/bash
# OpenROAD 26Q1-2900-gdf79404cd8, Yosys 0.63+post, stock flow scripts
make -C /OpenROAD-flow-scripts/flow DESIGN_CONFIG=/design/flow/config.mk WORK_HOME=/design/flow/orfs finish

==> results_slide.txt <==
Flow Results at a Glance

Floorplanning
  – I/O pin cnt: 75
  – Die area: 18260 sq um
  – Core Box Area: 17300 sq um
  – Die Width: 135.1 um
  – Die y size: 135.1 um
  – Floorplan core density: 40.98%
  – Row count: 48

Worst setup path
  – Worst path bufs/invs: 2
  – Worst setup EP type: primary output
  – Worst Path Class, Setup: reg -> out
  – Slowest-stage cell, CP: clkdlybuf4s50_1
  – Arr. time, crit path: 4410 ps
  – CP required: 4640 ps
  – Crit path max fanout: 7
  – Delay of the slowest critical-path stage: 510 ps
  – Top delay family on crit path: simple AND/OR/NAND/NOR gates
  – CP cell instances: o2111a_2 > buf_4 > nand3_2 > xor2_2 > or3_4 > or4_4 > nand2b_4 > nor2_1 > xnor2_1 > ha_1 > nand4b_1 > or3_1 > o311a_1 > nor4_2 > clkdlybuf4s50_1
  – Crit start category: register

Clocking
  – Total CTS buffers: 5
  – Latest clock arrival within the worst-skew pair: 270 ps
  – CTS tree: yes
  – H-tree levels: 2
  – CTS root buf: clkbuf_16
  – Clock Tree Buf Depth: 2
  – CTS clk-pin slew, worst paths: 50 ps

Logic synthesis
  – Yosys reg bits: 34
  – Syn Area/Cell: 7.654 sq um
  – Mapped cell area: 7088 sq um
  – Post-Synthesis Cells: 926
  – Synth top cells by count: 149 x ha_1, 75 x nor2_1, 70 x xor2_1, 69 x xnor2_1, 66 x nand2_1
  – Post-synth top area cell: ha_1
  – Most numerous cell in the Yosys netlist: ha_1
  – Ys Warns: 5
  – Yosys chip area: 7088 sq um
  – Main area contributors: ha_1 26%, dfxtp_1 9.3%, xor2_1 8.6%
  – Post-synth EDFFs: 0
  – Asr flop ratio synth: 0%
  – Synth top area share: 26.30%
  – Main synth FF type: dfxtp_1
  – Unique cell types: 71
  – # Cells Yosys: 926

STA
  – Post-layout period usage: 96.02%
  – Worst clock skew: 2.063 ps
  – Setup ws final: 230.6 ps
  – Fmax achieved: 0.1796 GHz
  – Slew HR: 56.92%
  – Tmin final: 5569 ps
  – Endpoints left unconstrained: 2
  – Setup violators final: 0
  – Worst-Margin Slew: 644.0 ps
  – Register pins left without a clock: 1
  – Setup TNS: 0 ps
  – Max-slew violation count: 0
  – Fin. Hold Viols: 0
  – RSZ-0062 raised after global routing: no

Global route
  – First-pass GRT wire length: 31360 um
  – Largest net degree at the start of global routing: 25
  – Grt ovf: 0
  – Vias in the first global route: 6040
  – Initial antenna violation count: 0
  – Total track usage: 22.05%

Power
  – PwrDens: 89.99 nW/um^2
  – Clk pwr share: 40.4%
  – Worst ir drop on vdd: 0.1079 mV
  – Int Power: 0.5539 mW
  – P_sw: 0.2082 mW
  – Reg power frac: 29.8%
  – LEAKAGE: 3.527 nW
  – Comb power frac: 29.8%
  – Switching share of power: 27.32%

Drt
  – Post-DRT Antenna Nets: 0
  – DRT Pass-1 Iters: 5
  – DRT iter0 DRCs: 368
  – WL/cell: 15.82 um
  – Via/cell ratio: 5.445
  – Vias post-DR: 6714
  – Final WL: 19510 um
  – DRC viols: 0
  – Ant diodes: 0

Run
  – Stage-log warning count: 41
  – Max Cap Viol: 0

Placed design
  – Dpl ws: 228.8 ps
  – Global placer's final weighted congestion: 0.8987
  – Port bufs: 71
  – Dpl hpwl: 16510 um

Final layout
  – Max FFs per register: 17
  – FILL cells: 1747
  – Layout cells sized above 1: 8.829%
  – Synthesis-to-finish area growth: 19.47%

Outcome
  – Status: completed

Min path
  – Worst hold path class: reg -> reg
## power by group through the flow
stage         sequential, mW  clock [mW]  combinational, mW
finish                 0.227       0.308              0.227
global route           0.227       0.325              0.257
CTS                    0.228       0.312              0.228
## per-stage QoR
step / power [mW] / hold WS (ps) / instances / util [%] / cell area [sq um]
2_1_floorplan: 0.3583 / 513.1 / 926 / - / 7088
3_3_place_gp: 0.4583 / 587.5 / 1222 / 47.19 / 8162
3_5_place_dp: 0.4593 / 586.5 / 1222 / 47.19 / 8162
4_1_cts: 0.7676 / 559.4 / 1230 / 48.26 / 8348
5_1_grt: 0.8085 / 585.8 / 1233 / 48.96 / 8468
6_report: 0.7621 / 561.7 / 1233 / 48.96 / 8468
## repair_timing
action | in CTS | in global routing
gates resized | 4 | 27
hold buffers | 0 | 0
endpoints found under the setup margin | 1 | 1
setup buffers | 0 | 3
pin swaps | 0 | 2
## logic make-up after synthesis
group,Yosys count,share of synthesized area [%]
compound gates,179,16.01
xor+xnor,140,17.41
fa+ha+maj,149,26.30
buf+inv,79,4.872
flops,33,9.320
latches,1,0.2118
mux,9,1.271
simple gates,336,24.61
## area by class of cell
| type | instances | area [sq um] | area share [%] |
|---|---|---|---|
| Multi-Input combinational cell | 813 | 6168 | 72.84 |
| Sequential cell | 34 | 691.9 | 8.171 |
| Clock buffer | 7 | 142.6 | 1.684 |
| Clock inverter | 1 | 30.03 | 0.3546 |
| Timing Repair Buffer | 107 | 980.9 | 11.58 |
| Inverter | 46 | 172.7 | 2.039 |
| Tap cell | 225 | 281.5 | 3.324 |
## worst min-delay path, cell delays in order (launching register included)
cell	delay, ps
dfxtp_4	360
nor2_1	100
o21ai_1	70
## path summary, 6_finish.rpt
kind / from / cells past startpoint / endpoint / slack [ps]
worst max register to register: atk_ystart_reg[0]$_SDFFE_PP1P_ / 18 / atk_ystart_reg[8]$_SDFFE_PP0P_ / 1670
worst min-delay path: atk_ystart_reg[0]$_SDFFE_PP1P_ / 2 / atk_ystart_reg[0]$_SDFFE_PP1P_ / 560
worst min register to register: atk_ystart_reg[0]$_SDFFE_PP1P_ / 2 / atk_ystart_reg[0]$_SDFFE_PP1P_ / 560
worst max-delay path: atk_ystart_reg[4]$_SDFFE_PP1P_ / 15 / atk5_on / 230
## cell usage in the layout, fill, tap and decap left out, types with 9 or more instances in the layout
master	count
mux2i_1	9
nor4_1	17
nand3_1	39
o21ai_0	43
clkdlybuf4s50_1	71
xnor2_1	67
nor2_1	73
buf_4	36
a21o_1	21
a21oi_1	56
nor3_1	25
dfxtp_1	24
inv_1	44
xor2_1	68
or3_1	10
nand4_1	28
and3_1	14
nand2_1	66
nand2b_1	13
ha_1	147
## metal layers
layer | routed length, um | GRT usage, %
met1 | 10840 | 37.85
met2 | 7536 | 30.28
met5 | 0 | 0
met3 | 1005 | 2.146
met4 | 130 | 1.436
No activity file was given, so power comes from the tool's default toggle rates.
